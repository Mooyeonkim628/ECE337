==> ./design.v <==
module flex_counter
#(
	parameter NUM_CNT_BITS = 4
)
(
	input wire clk,
	input wire n_rst,
	input wire clear,
	input wire count_enable,
	input wire [NUM_CNT_BITS-1:0] rollover_val,
	output reg [NUM_CNT_BITS-1:0] count_out,
	output reg rollover_flag
);
reg [NUM_CNT_BITS-1:0] next;
reg next_flag;
always_ff@(posedge clk, negedge n_rst) begin
	if(!n_rst) begin
		count_out <= '0;
		rollover_flag <= 0;
	end
	else if(clear) begin
		count_out <= '0;
		rollover_flag <= 0;
	end
	else begin
		count_out <= next;
		rollover_flag <= next_flag;
	end
end
always_comb begin
	next = count_out;
	next_flag = rollover_flag;
	if(count_enable) begin
		if(rollover_flag)
			next = 1;
		else
			next = count_out + 1;
		if(next == rollover_val)
			next_flag = 1;
		else
			next_flag = 0;
	end	
end
endmodule
module timer
(
	input wire clk,
	input wire n_rst,
	input wire enable_timer,
	output reg shift_strobe,
	output reg packet_done
);
wire [3:0] rollover_value;
reg [3:0] clock_count;
always_comb
begin
	shift_strobe = clock_count == 1;
end
flex_counter cnt1 (.clk(clk), .n_rst(n_rst), .clear(packet_done), .count_enable(enable_timer), .rollover_val(4'd10), .rollover_flag(), .count_out(clock_count));
flex_counter cnt2 (.clk(clk), .n_rst(n_rst), .clear(packet_done), .count_enable(shift_strobe), .rollover_val(4'd10), .rollover_flag(packet_done), .count_out());
endmodule
==> ./run.sh <==
#!/bin/bash
# OpenROAD 26Q1-2900-gdf79404cd8, Yosys 0.63+post, stock flow scripts
make -C /OpenROAD-flow-scripts/flow DESIGN_CONFIG=/design/flow/config.mk WORK_HOME=/design/flow/orfs finish
==> ./config.mk <==
export PLATFORM = sky130hd
export DESIGN_NAME = timer
export DESIGN_NICKNAME = timer
export VERILOG_FILES = /design/flow/design.v
export SDC_FILE = /design/flow/constraint.sdc
export NUM_CORES = 4
export LEC_CHECK = 1
export CORE_AREA = 10 10 70 70
export DIE_AREA = 0 0 80 80
==> ./constraint.sdc <==
current_design timer

set clk_period 1.9
set clk_io_pct 0.2

create_clock -name clk0 -period $clk_period [get_ports {clk}]

set non_clock_inputs [all_inputs -no_clocks]
set_input_delay [expr $clk_period * $clk_io_pct] -clock clk0 $non_clock_inputs
set_output_delay [expr $clk_period * $clk_io_pct] -clock clk0 [all_outputs]
==> run_results.csv <==
group,metric,value,unit
yosys,ys_warn_count,2,
worst_setup_path,critPathMaxFanout,2,
yosys,synth_top_cell_by_area,"dfrtp_1",
final_layout,layout-drive-gt1-share,21.2,%
global_route,grt_pass1_wl,1650,µm
pwr,power_frac_seq,36.4,%
yosys,netlist-cell-type-count,24,
worst_setup_path,worstPathArrival,1430,ps
clock_network,htreeDepth,1,
yosys,yosys.cell_count.top_type,"dfrtp_1",
final_timing,tns,0,ps
final_timing,max_slew_margin,71.1,%
final_timing,skew,6.13,ps
pwr,power_switching,387,µW
pwr,clkPwrFrac,18.0,%
yosys,synth_top_area_share,46.0,%
route,wl_per_cell,9.04,µm
final_layout,utilization,21.0,%
yosys,synthArstFlopShare,100,%
yosys,postSynthCellCount,56,
final_timing,setup_violations,0,
clock_network,clockBufferDepth,2,
worst_setup_path,cp-end-kind,"output pin",
clock_network,cts-root-buf,"clkbuf_4",
yosys,synth-edff-count,0,
flow_run,warnings,26,
pwr,powerDensity,1490,nW/µm²
yosys,synthTopLogicFamily,"simple AND/OR/NAND/NOR gates",
floorplanning,pin_count,5,
worst_setup_path,critPathMostFrequentCell,"inv_2",
final_timing,drv_slew,0,
floorplanning,core,3420,µm²
yosys,adder_share,6.90,%
floorplanning,fp_util,15.9,%
route,detail-route-antenna-nets,0,
final_layout,fillers,371,
clock_network,clkTransAtPathRegs,70,ps
floorplanning,die_x,80,µm
yosys,yosys-top-cells-count,"10 x dfrtp_1, 5 x a21oi_1, 5 x nor2_1",
global_route,grt_overflow_total,0,
global_route,antenna_found_initial,0,
global_route,grt_pass1_vias,373,
pwr,p_sw_share,36.3,%
route,first_iter_violations,32,
placed_design,hpwl,756,µm
yosys,numSynthFlops,10,
yosys,synthTopCellsByArea,"dfrtp_1 46%, ha_1 6.9%, xnor2_1 4.8%, a21oi_1 4.6%, mux2i_1 3.7%",
worst_setup_path,worstPathRequired,1520,ps
route,totalWireLength,1010,µm
final_timing,rsz0062_at_grt,"false",
final_layout,area_growth,32.0,%
floorplanning,rows,21,
yosys,syn_area_per_cell,9.72,µm²
clock_network,cts_tree,"done",
final_layout,fin_cells,112,
clock_network,clk_latency,270,ps
worst_setup_path,startpoint_type,"flop",
min_path,hp-class,"primary input to asynchronous set/reset pin",
placed_design,dp.cells,108,
yosys,ys_cells,56,
worst_setup_path,crit_path_top_delay_cell,"dfrtp_1",
floorplanning,dieArea,6400,µm²
clock_network,holdBufCountCts,0,
final_timing,hold_slack,414,ps
yosys,simple_gate_area_share,20.5,%
yosys,synth-xor-area-share,6.44,%
final_timing,fin_crit,1810,ps
worst_setup_path,critPathMaxStageDelay,390,ps
clock_network,cts.sinks,10,
flow_run,drv_cap,0,
status,status,"finished clean",
route,drc,0,
floorplanning,die_y,80,µm
worst_setup_path,crit_chain,"inv_2, ha_4, or3b_4, inv_2, clkdlybuf4s15_1",
final_timing,hold_viol,0,
yosys,yosys.area_share.aoi,11.5,%
worst_setup_path,crit_type,"flop to output pin",
route,dr.pass1.iters,5,
pwr,pwr-share-comb,45.6,%
placed_design,io_buffer_count,4,
pwr,vdd_drop_max,410,µV
route,vias_per_cell,3.85,
placed_design,place_congestion,0.718,
route,diodes,0,
yosys,ys_seq_share,46.0,%
pwr,p_int,681,µW
final_timing,tightest_slew,433,ps
worst_setup_path,crit_family,"flip-flops",
clock_network,cts-buffers-inserted,3,
yosys,synthFlopType,"dfrtp_1",
yosys,mux_area_share,3.68,%
final_timing,min_period_over_period,95.0,%
global_route,grt_max_degree,12,
worst_setup_path,worst-path-buf-inv,3,
yosys,ys_area,544,µm²
final_timing,fmax,554,MHz
global_route,grt_usage,3.19,%
pwr,p_leak,0.302,nW
yosys,netlist_area,544,µm²
route,via_count,431,
==> metrics by stage <==
step	worst slack [ps]	instance area (µm²)	power, mW
after global placement	92.8	667	0.826
final	94.4	718	1.07
after floorplan	345	544	0.686
after CTS	22.6	707	1.05
after detailed placement	69.2	667	0.837
after global routing	26.8	718	1.16
==> routing by layer <==
layer  track usage [%]  part of all wire, %  vias up
met2              4.25                   41       14
met4             0.352                    0        0
met3              2.39                   11        0
met1              4.14                   48      203
met5                 0                    0        -
li1                  -                    -      214
==> what timing repair did <==
item                                   in CTS  in global routing
pin swaps                                   0                  0
setup buffers                               0                  0
gates resized                               4                  3
endpoints found under the hold margin       0                  0
setup endpoints to repair                   1                  1
==> cells by family after synthesis <==
kind of cell / count (synthesis)
adders and majority gates: 3
DFF: 10
AOI/OAI and AO/OA: 11
xor gates and xnor gates: 4
and+or+nand+nor: 19
muxes: 2
buffers and inverters: 7
==> worst reg2reg max path: stages, from the launching register on <==
cell	delay [ps]
dfrtp_1	390
inv_2	70
ha_4	110
or3b_4	370
buf_4	160
or3_1	340
a21oi_1	140
==> final cells by class <==
cell class	instances	area [µm²]	share of cell area, %
repair buffers	9	77.6	10.8
multi-input cells	39	282	39.2
well taps	46	57.6	8.01
flip-flops and latches	10	250	34.8
inverters	4	15.0	2.09
clock buffers	4	36.3	5.05
==> power groups by stage <==
stage         Combinational (mW)  Sequential (mW)  Clock [mW]
CTS                        0.468            0.382       0.197
finish                     0.487            0.388       0.192
global route               0.549            0.402       0.209
==> flip-flops by register name (all words and copies together) (netlist names) <==
name	cells
cnt1.count_out	4
cnt1.rollover_flag	1
cnt2.rollover_flag	1
cnt2.count_out	4
==> worst paths after layout <==
path | start | end | slack [ps] | cells past startpoint
setup / recovery | cnt1.count_out[1]$_DFFE_PN0P_ | shift_strobe | 90 | 5
hold / removal | n_rst | cnt1.count_out[0]$_DFFE_PN0P_ | 410 | 1
setup reg to reg | cnt1.count_out[1]$_DFFE_PN0P_ | cnt2.count_out[3]$_DFFE_PN0P_ | 240 | 6
hold reg to reg | cnt2.count_out[3]$_DFFE_PN0P_ | cnt2.count_out[3]$_DFFE_PN0P_ | 570 | 2
max in group asynchronous | n_rst | cnt1.count_out[1]$_DFFE_PN0P_ | 1180 | 1
min in group clk0 | cnt2.count_out[3]$_DFFE_PN0P_ | cnt2.count_out[3]$_DFFE_PN0P_ | 570 | 2
==> placed cells by master, fill, tap and decap left out, types with 2 or more instances in the layout <==
| cell type | instances |
|---|---|
| xnor2_1 | 3 |
| inv_2 | 2 |
| or3_1 | 2 |
| nor2_1 | 5 |
| inv_1 | 2 |
| dfrtp_1 | 10 |
| a21oi_1 | 5 |
| nand2_1 | 2 |
| buf_4 | 5 |
| clkdlybuf4s50_1 | 3 |
| ha_1 | 2 |
| nand3_1 | 3 |
| clkbuf_4 | 3 |
| o21ai_0 | 3 |
| mux2i_1 | 2 |
Power and IR drop assume default switching activity.
