### /design/flow/design.v
module apb_slave(
	input wire clk,
	input wire n_rst,
	input wire [7:0] rx_data,
	input wire data_ready,
	input wire overrun_error,
	input wire framing_error,
	output reg data_read,
	input wire psel,
	input wire [2:0] paddr,
	input wire penable,
	input wire pwrite,
	input wire [7:0] pwdata,
	output reg [7:0] prdata,
	output reg pslverr,
	output reg [3:0] data_size,
	output reg [13:0] bit_period
);
typedef enum bit [1:0] {IDLE, WRITE, READ, ERROR} state;
state curr;
state next;
reg [6:0][7:0] address;
reg [6:0][7:0] next_add;
always_ff @(posedge clk, negedge n_rst) begin
	if(!n_rst) begin
		curr <= IDLE;
	end
	else begin
		curr <= next;
	end
end
always_comb begin 
	next = curr; 
	case(curr)
		IDLE: 
		begin if(psel) begin
			if(pwrite && (paddr == 3'b010 || paddr == 3'b011 || paddr == 3'b100)) 
				next = WRITE;
			else if(!pwrite && (paddr == 3'b000 || paddr == 3'b001 || paddr == 3'b010 
			|| paddr == 3'b011 || paddr == 3'b100| paddr == 3'b101 || paddr == 3'b110)) 
				next = READ;
			else
				next = ERROR;
		end
		else if(!psel)
			next = IDLE;
		end
		ERROR: next = IDLE;
		WRITE: next = IDLE;
		READ: next= IDLE;
	endcase
end
always_ff @(posedge clk, negedge n_rst) begin
	if(!n_rst) begin
		address<=  8'b0;
	end
	else begin
		address <= next_add;
	end
end
always_comb begin
	next_add = address;
	next_add[0] = data_ready;
	next_add[1] = overrun_error ? 2 :
	              framing_error ? 1 : 0;
	next_add[5] = 0;
	next_add[6] = rx_data;
	data_read = 0;
	case(curr)
		WRITE: begin
			if(penable)
				next_add[paddr] = pwdata;
			else
				next_add[paddr] = address[paddr];
		end
		READ: begin
			if(penable)begin	
				if(paddr == 6)
					data_read = 1;
			end
		end
	endcase
	bit_period = {address[3], address[2]};
	data_size = address[4];
end
always_comb begin
	prdata = 0;
	pslverr = 0;
	case(curr)
		READ: begin
			if (penable) begin
				if (paddr == 6) begin
					prdata = address[6];
					if(address[4]==8'd5)
						prdata = {3'b000, address[6][7:3]};
					else if(address[4]==8'd7)
						prdata = {1'b0, address[6][7:1]};
				end
				else
					prdata = address[paddr];
			end
		end
		ERROR: pslverr = 1;
	endcase
end
endmodule
### /design/flow/run.sh
#!/bin/bash
# OpenROAD 26Q1-2900-gdf79404cd8, Yosys 0.63+post, stock flow scripts
make -C /OpenROAD-flow-scripts/flow DESIGN_CONFIG=/design/flow/config.mk WORK_HOME=/design/flow/orfs finish
### /design/flow/config.mk
export PLATFORM = sky130hd
export DESIGN_NAME = apb_slave
export DESIGN_NICKNAME = apb_slave
export VERILOG_FILES = /design/flow/design.v
export SDC_FILE = /design/flow/constraint.sdc
export NUM_CORES = 4
export LEC_CHECK = 1
export CORE_UTILIZATION = 30
### /design/flow/constraint.sdc
current_design apb_slave

set clk_period 6.0
set clk_io_pct 0.2

create_clock -name clk0 -period $clk_period [get_ports {clk}]

set non_clock_inputs [all_inputs -no_clocks]
set_input_delay [expr $clk_period * $clk_io_pct] -clock clk0 $non_clock_inputs
set_output_delay [expr $clk_period * $clk_io_pct] -clock clk0 [all_outputs]
==> run notes <==
Item: results of the latest flow run.

- Setup repair after global routing left no endpoint under its margin.
- The number of clock sinks is 60.
- The number of fill cells is 1231.
- The critical path class is in2out.
- The total negative setup slack is 0 ns.
- The cell sitting at the root of the clock tree is a sky130_fd_sc_hd__clkbuf_16.
- The transition time of the tightest slew-check pin is 1.05 ns.
- The largest single stage delay on the critical path is 0.98 ns.
- The largest fanout of any net on the critical path is 19.
- The final timing report lists a hold violation count of 0.
- The synthesized netlist was found by Yosys to have 399 cells.
- The first-pass GRT wire length is 18.2 mm.
- Entering global routing, the biggest net connects 61 pins.
- In the synthesized netlist the async set-or-reset flop fraction comes to 100%.
- The via-per-instance ratio is 5.58.
- The peak ir drop on the vdd network is 0.174 mV.
- The quantity of gates resized following cts is 0.
- The area of the synthesized netlist per yosys stat is 3830 µm².
- For this run, global-route usage on met1 was measured as 27.6%.
- The count of vias placed by the detailed router is 3357.
- Once detailed placement completed, the half-perimeter wirelength came to 8.24 mm.
- The worst pin sits at a relative slew slack of 29.8%.
- The number of cell instances on the worst register-to-register path is 4.
- The most heavily used metal layer in global routing is met1.
- From left edge to right edge, the die measures 115 µm.
- The number of nets still failing antenna checks after routing is 0.
- The post-placement cell area is 4330 µm².
- Per the CTS log, the maximum H-tree level is 3.
- For the worst-skew pair, the clock arrives at the later sink with an insertion delay of 0.32 ns.
- The floorplan step defined a die boundary enclosing 13200 µm².
- After layout, the setup clock skew is reported as 0.00649 ns.
- The count of port buffers added during placement is 54.
- The number of DRC markers in iteration 0 is 274.
- The count of yosys warnings during synthesis is 1.
- The total detailed-routing wirelength is 11.6 mm.
- After routing the design area is 4640 µm².
- In this run the worst hold path is classified as reg2reg.
- In the hold timing report, the worst path depth is 1.
- Per the detail_route report, DRC violations left total 0.
- Per the post-run analysis, buffers plus inverters along the critical path come to 3.
- met3 track demand over resource after global routing is 7.13%.
- Per STA, the worst path is made up of clkdlybuf4s50_1 > inv_2 > ha_1 > nand2_1 > nand3_1 > o22ai_1 > clkdlybuf4s50_1.
- The number of storage elements in the synthesis netlist is 60.
- In the final routed layout, each cell accounts on average for 19.3 µm.
- The longest clock path from root to sink contains 2 buffers.
- The number of diodes added for antenna fixing is 0.
- The initial antenna violation count is 0.
- The via count of the first global-routing pass is 3405.
- The TritonCTS clock tree is done.
- The total overflow left after global routing is 0.
- Global routing consumed, over all layers together, 18.9% of the routing resources.
- The final critical-path share of the clock period is 87.6%.
- The area growth from synthesis to layout is 21.3%.
- The cell seen most often among critical-path stages is sky130_fd_sc_hd__clkdlybuf4s50_1.
- The total area inside the core boundary comes to 12200 µm².
- The floorplan die height is 115 µm.
- Max-slew check failures listed in the final report amount to 0.
- The run finished with clean final reports.
- Yosys mapped a number of flops with a built-in enable equal to 0.
- The number of setup buffers added after CTS is 0.
- The TritonCTS buffer count is 9.
- The tally of max-capacitance violations is 0.
- The instance tally after logic synthesis is 399.
- The I/O pin count is 55.
- Looking at the worst setup and hold paths, the clock pins of their registers show a slew of 0.05 ns.
- In this run the cell area of the synthesized design comes to 3830 µm².
- Per the final layout report, the fraction of cells sized above drive strength 1 comes to 9.22%.
- In this run the tools logged warnings totalling 30.
- The total of endpoints with negative setup slack in the final report is 0.
- The fraction of the yosys area taken by sequential cells is 39.2%.
- Before antenna repair, the detailed router went through 5 iterations.
- The post-synthesis average cell area is 9.60 µm².
- Synthesis instantiated 55 different standard cells from the library.
- The highest clock frequency the design can meet is 0.190 GHz.
- Per the STA report, the cell with the highest stage delay on the worst path is sky130_fd_sc_hd__clkdlybuf4s50_1.
- The synthesis report names the predominant flop master as sky130_fd_sc_hd__dfrtp_1.
- The startpoint type of the worst setup path is a primary input.
- The number of hold buffers added after cts is 0.
- The shortest clock period the worst path allows after layout is 5.25 ns.
- At the end of routability-driven placement, the weighted congestion stood at 0.952.
- STA classifies the critical path endpoint as an output port.
- At the floorplan stage, the core utilization is reported as 31.4%.
- Walking the critical path from launch to capture passes 7 cell instances.
- According to the timing report, the data required time at the worst endpoint equals 4.80 ns.
- The data arrival time at the worst-slack endpoint is 4.05 ns.
- The cell class contributing the biggest share of worst-path delay is buffers and inverters.
- For met2 alone, demand over resource in global routing was 26.7%.
- The cell area power density is 266 nW/µm².
- In this run the core area contains 40 standard-cell rows.
- For this design the static power due to leakage is 2.00 nW.
==> final timing paths <==
path | startpoint | end | slack, ns
setup / recovery | paddr[0] | prdata[1] | 0.75
hold / removal | curr[3] | curr[0] | 0.49
setup reg to reg | curr[2] | address[53] | 3.73
hold reg to reg | curr[3] | curr[0] | 0.49
max in group asynchronous | n_rst | curr[1] | 4.45
min in group asynchronous | n_rst | address[23] | 1.03
==> kinds of logic after synthesis <==
logic type | Yosys count | synth area share, %
simple gates | 155 | 23.0
buf+inv | 54 | 8.56
fa+ha+maj | 7 | 2.29
compound gates | 87 | 17.4
flops | 60 | 39.2
mux | 36 | 9.57
==> flip-flops by register name, indices dropped and copies added (netlist names) <==
name     cells
address     56
curr         4
==> cells in the final DEF (no fill, tap or decap), types with 8 or more instances in the layout <==
cell type                         instances
sky130_fd_sc_hd__nand2b_1                 9
sky130_fd_sc_hd__a22oi_1                 21
sky130_fd_sc_hd__nand3_1                 12
sky130_fd_sc_hd__nand2_1                 40
sky130_fd_sc_hd__inv_1                   15
sky130_fd_sc_hd__nand4_1                  9
sky130_fd_sc_hd__clkdlybuf4s50_1         52
sky130_fd_sc_hd__and2_1                  30
sky130_fd_sc_hd__a221o_1                 13
sky130_fd_sc_hd__dfrtp_1                 59
sky130_fd_sc_hd__o221ai_1                 8
sky130_fd_sc_hd__nor2_1                  20
sky130_fd_sc_hd__clkbuf_16                9
sky130_fd_sc_hd__mux2i_1                 31
==> area by class of cell <==
class / instances / area (µm²) / area share [%]
clock buffer: 12 / 246 / 5.31
clock inverter: 4 / 72.6 / 1.56
inverter: 16 / 60.1 / 1.29
multi-input combinational: 285 / 2000 / 43.0
sequential: 60 / 1500 / 32.4
tap: 168 / 210 / 4.53
timing repair buffer: 57 / 553 / 11.9
==> report_power, final <==
part	switching (mW)	internal (mW)	total (mW)
Combinational	0.108	0.110	0.218
Sequential	0.0327	0.438	0.471
Clock	0.174	0.374	0.548
Total	0.315	0.922	1.24
==> cell usage after synthesis, types with 8 or more instances <==
master / number / area [µm²]
sky130_fd_sc_hd__a221o_1: 13 / 130
sky130_fd_sc_hd__a22oi_1: 21 / 158
sky130_fd_sc_hd__and2_1: 30 / 188
sky130_fd_sc_hd__buf_4: 21 / 158
sky130_fd_sc_hd__dfrtp_1: 59 / 1480
sky130_fd_sc_hd__inv_1: 15 / 56.3
sky130_fd_sc_hd__mux2i_1: 31 / 310
sky130_fd_sc_hd__nand2_1: 40 / 150
sky130_fd_sc_hd__nand2b_1: 9 / 56.3
sky130_fd_sc_hd__nand3_1: 12 / 60.1
sky130_fd_sc_hd__nand4_1: 9 / 56.3
sky130_fd_sc_hd__nor2_1: 20 / 75.1
sky130_fd_sc_hd__o221ai_1: 8 / 70.1
==> metal layers <==
metal  wire length (µm)  vias to the layer above
li1                   -                     1505
met1               5090                     1616
met2               4840                      202
met3               1370                       34
met4                333                        0
met5                  0                        -
==> through the flow <==
step	std cells	utilization [%]	power, mW	hold WS (ns)	setup slack [ns]
finish	602	38.0	1.24	0.491	0.745
global route	602	38.0	1.29	0.518	0.577
CTS	602	38.0	1.24	0.493	0.844
detailed placement	586	35.4	0.692	0.474	0.847
global placement	586	35.4	0.690	0.466	0.913
floorplan	399	-	0.612	0.422	2.63
Power and IR drop assume default switching activity.
